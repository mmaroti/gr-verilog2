`flow/config.mk`:
```
export PLATFORM = sky130hd
export DESIGN_NAME = pipe_copy_reg
export DESIGN_NICKNAME = pipe_copy_reg
export VERILOG_FILES = /design/flow/design.v
export SDC_FILE = /design/flow/constraint.sdc
export NUM_CORES = 4
export LEC_CHECK = 1
export CORE_AREA = 10 10 111 111
export DIE_AREA = 0 0 121 121
```
`flow/constraint.sdc`:
```
current_design pipe_copy_reg

set clk_period 1.0
set clk_io_pct 0.2

create_clock -name clk0 -period $clk_period [get_ports {clock}]

set non_clock_inputs [all_inputs -no_clocks]
set_input_delay [expr $clk_period * $clk_io_pct] -clock clk0 $non_clock_inputs
set_output_delay [expr $clk_period * $clk_io_pct] -clock clk0 [all_outputs]
```
`flow/design.v`:
```
`default_nettype none
module pipe_copy_reg #(
	parameter DATA_WIDTH = 32,
	parameter STAGES = 2
) (
	input wire clock,
	(* X_INTERFACE_PARAMETER = "POLARITY ACTIVE_HIGH" *)
	input wire reset,
	input wire [DATA_WIDTH-1:0] s_pipe_tdata,
	input wire s_pipe_tvalid,
	output wire [DATA_WIDTH-1:0] m_pipe_tdata,
	output wire m_pipe_tvalid
);
initial
begin
if (STAGES < 0)
	$error("Invalid STAGES value");
end
generate
if (STAGES <= 0)
begin : gen_stages_0
	assign m_pipe_tvalid = s_pipe_tvalid;
	assign m_pipe_tdata = s_pipe_tdata;
	wire unused = &{1'b0, clock, reset};
end
else if (STAGES == 1)
begin : gen_stages_1
	reg valid_reg;
	reg [DATA_WIDTH-1:0] data_reg;
	assign m_pipe_tvalid = valid_reg;
	assign m_pipe_tdata = data_reg;
	always @(posedge clock)
	begin
		if (reset)
			valid_reg <= 1'b0;
		else
			valid_reg <= s_pipe_tvalid;
	end
	always @(posedge clock)
	begin
		data_reg <= s_pipe_tdata;
	end
end
else
begin : gen_stages_x
	reg [STAGES-1:0] valid_regs;
	reg [DATA_WIDTH-1:0] data_regs [0:STAGES-1];
	always @(posedge clock)
	begin
		if (reset)
			valid_regs <= 0;
		else
			valid_regs <= (valid_regs << 1) | {{STAGES-1{1'b0}},s_pipe_tvalid};
	end
	integer i;
	always @(posedge clock)
	begin
		for (i = 0; i < STAGES - 1; i = i + 1)
		begin
			data_regs[i + 1] <= data_regs[i];
		end
		data_regs[0] <= s_pipe_tdata;
	end
	assign m_pipe_tvalid = valid_regs[STAGES-1];
	assign m_pipe_tdata = data_regs[STAGES-1];
end
endgenerate
endmodule
`default_nettype wire
```
`flow/run.sh`:
```
#!/bin/bash
# OpenROAD 26Q1-2900-gdf79404cd8, Yosys 0.63+post, stock flow scripts
make -C /OpenROAD-flow-scripts/flow DESIGN_CONFIG=/design/flow/config.mk WORK_HOME=/design/flow/orfs finish
```
==> impl_metrics.toml <==
# implementation run metrics
[detailed_routing]
wl_per_cell_um = 10.70
ant_nets = 0
dr.pass1.iters = 2
drt-total-wl_mm = 3.039
diodes = 0
via_count = 739
viasPerCell = 2.602
drc = 0
drt_iter0_drc = 45

[worst_setup_path]
crit_buf_inv = 1
crit_path_start_kind = "flip-flop"
path_class = "flip-flop to output port"
critPathTopFamily = "flip-flops"
crit_path_top_delay_cell = "dfxtp_2"
max_stage_delay_ns = 0.32
cp_data_arrival_time_ns = 0.75
required_ns = 0.80
crit_path_end_kind = "output port"
crit_chain = "buf_2"
path_max_fanout = 1

[logic_synthesis]
synthDistinctLibCells = 2
synth_area_um2 = 1334
syn_inst = 68
synth_seq_share = 0.9906
ys_warn_count = 2
ys_area_um2 = 1334
numSynthFlops = 66
syn_avg_cell_area_um2 = 19.61
yosysCellCount = 68

[clock_network]
cts_sinks = 66
clk_path_buf_depth = 2
htree_levels = 3
numCtsBuffers = 9
cts.clk_slew.worst_paths_ns = 0.07
clk_latency_ns = 0.33
postCtsSetupBuffers = 0
cts-root-buf = "clkbuf_8"
cts_tree = "yes"

[die]
die-height_um = 121
num_io_pins = 68
die_area_um2 = 14640
fp_util = 0.1352
core_um2 = 9864
rows = 36
die_width_um = 121

[final_timing]
fin_crit_sh = 0.9479
period_needed_ns = 0.9479
clock-skew-final_ns = 0.006069
slew-limit-headroom = 0.9218
fmax_mhz = 1055
hold_viol = 0
worst_slew_pin_slew_ns = 0.1171
hold_ws_ns = 0.3078
final_max_slew_viol_count = 0
setup_viol = 0
rsz0062_at_grt = "true"
timing.final.ws_setup_ns = 0.05213

[layout]
layout_top_cell = "dfxtp_1"
syn_to_final_growth_pct = 65.38
mostFrequentLayoutCells = "64 x dfxtp_1, 34 x clkdlybuf4s50_1, 33 x buf_2"
utilization = 0.2236
drive_gt1_frac = 0.3179
final_cells = 284

[global_routing]
antenna_found_initial = 0
grt_max_degree = 11
grt_pass1_wl_mm = 4.719
overflow = 0
grt_pass1_vias = 848
track_usage = 0.04236

[run_status]
outcome = "complete, no violations"

[placement]
post-place-cells = 268
dp_hpwl_mm = 2.312
preCtsSetupSlack_ns = 0.01929
io_buffers = 67
place_congestion = 0.6692

[power]
vdd.ir_drop.worst_mv = 0.5026
p_per_area_nw_per_um2 = 2353
power_leakage_nw = 0.9258

[min_path]
hold_class = "input port to flip-flop"

[run]
tool_warnings = 26
drv_cap = 0
-- final timing paths --
kind / startpoint / endpoint / slack, ns / cells past startpoint
worst max-delay path: genblk1.gen_stages_x.data_regs[1][0]$_DFF_P_ / m_pipe_tdata[0] / 0.05 / 1
worst min register to register: genblk1.gen_stages_x.data_regs[0][22]$_DFF_P_ / genblk1.gen_stages_x.data_regs[1][22]$_DFF_P_ / 0.33 / 0
worst min-delay path: s_pipe_tdata[0] / genblk1.gen_stages_x.data_regs[0][0]$_DFF_P_ / 0.31 / 1
worst max register to register: genblk1.gen_stages_x.valid_regs[0]$_SDFF_PP0_ / genblk1.gen_stages_x.valid_regs[1]$_SDFF_PP0_ / 0.48 / 1
-- what timing repair did --
action	in CTS	in global routing
resized	103	0
endpoints found under the setup margin	33	2
pin swaps	0	0
hold buffers	0	0
-- state kept, by name, summed over array words and instances, names as in the netlist --
name	cells
genblk1.gen_stages_x.data_regs	64
genblk1.gen_stages_x.valid_regs	2
-- area by class of cell --
cell class | instances | area (µm²)
Fill cell | 1040 | 7659
Sequential cell | 66 | 1324
Timing Repair Buffer | 67 | 505.5
Tap cell | 133 | 166.4
Clock buffer | 14 | 162.7
Clock inverter | 2 | 35.03
Multi-Input combinational cell | 2 | 12.51
-- where the power goes --
group	internal (mW)	total, mW	switching, mW
Sequential	2.77	2.80	0.0286
Combinational	0.158	0.188	0.0300
Clock	1.29	2.20	0.915
-- cells in the mapped netlist --
| library cell | count | share of area |
|---|---|---|
| nor2b_1 | 2 | 0.0094 |
| dfxtp_1 | 66 | 0.99 |
-- cells by family after synthesis --
family,count (synthesis),share of synthesized area
flops,66,0.9906
simple gates,2,0.009379
-- per-stage QoR --
stage	area (µm²)	TNS [ns]	power, mW
floorplan	1334	0	2.837
global route	2206	-0.002038	5.477
global placement	2171	0	3.119
detailed placement	2171	0	3.123
finish	2206	0	5.189
CTS	2206	0	5.320
-- metal layers --
metal  routed length (µm)  vias to the layer above  global-route usage
met5                    0                        -                   0
met3                  562                        4             0.04110
met1                 1106                      322             0.04463
met4                   34                        0            0.007541
li1                     -                      363                   -
met2                 1336                       50             0.06054
Power and IR drop assume default switching activity.
