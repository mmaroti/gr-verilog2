`/design/flow/design.v`:
```
`default_nettype none
module axis_monitor #(
	parameter DATA_WIDTH = 16,
	parameter COUNTER_WIDTH = 32
) (
	(* X_INTERFACE_PARAMETER = "ASSOCIATED_BUSIF s:m" *)
	input wire clock,
	(* X_INTERFACE_PARAMETER = "POLARITY ACTIVE_HIGH" *)
	input wire reset,
	input wire [DATA_WIDTH-1:0] s_tdata,
	input wire s_tvalid,
	output wire s_tready,
	output wire [DATA_WIDTH-1:0] m_tdata,
	output wire m_tvalid,
	input wire m_tready,
	output reg [COUNTER_WIDTH-1:0] counter_dout,
	input wire counter_dset,
	output reg [DATA_WIDTH-1:0] sample_dout,
	input wire [DATA_WIDTH-1:0] sample_din,
	input wire sample_dset
);
assign s_tready = m_tready;
assign m_tdata = s_tdata;
assign m_tvalid = s_tvalid;
always @(posedge clock)
begin
	if (reset || counter_dset)
		counter_dout <= 0;
	else if (s_tvalid && s_tready)
		counter_dout <= counter_dout + 1;
end
always @(posedge clock)
begin
	if (reset)
		sample_dout <= 0;
	else if (sample_dset)
		sample_dout <= sample_din;
	else if (s_tvalid && s_tready)
		sample_dout <= s_tdata;
end
endmodule
`default_nettype wire
```
`/design/flow/run.sh`:
```
#!/bin/bash
# OpenROAD 26Q1-2900-gdf79404cd8, Yosys 0.63+post, stock flow scripts
make -C /OpenROAD-flow-scripts/flow DESIGN_CONFIG=/design/flow/config.mk WORK_HOME=/design/flow/orfs finish
```
`/design/flow/config.mk`:
```
export PLATFORM = sky130hd
export DESIGN_NAME = axis_monitor
export DESIGN_NICKNAME = axis_monitor
export VERILOG_FILES = /design/flow/design.v
export SDC_FILE = /design/flow/constraint.sdc
export NUM_CORES = 4
export LEC_CHECK = 1
export CORE_UTILIZATION = 30
```
`/design/flow/constraint.sdc`:
```
current_design axis_monitor

set clk_period 7.2
set clk_io_pct 0.2

create_clock -name clk0 -period $clk_period [get_ports {clock}]

set non_clock_inputs [all_inputs -no_clocks]
set_input_delay [expr $clk_period * $clk_io_pct] -clock clk0 $non_clock_inputs
set_output_delay [expr $clk_period * $clk_io_pct] -clock clk0 [all_outputs]
```
==> results.sh <==
# physical design summary
export IMPL_num_vias=2228
export IMPL_placed_cell_area_sq_um=3410
export IMPL_grt_pass1_wl_mm=10.4
export IMPL_root_buffer="clkbuf_8"
export IMPL_ys_seq_share_pct=39.4
export IMPL_fp_dieW_microns=92.2
export IMPL_p_leak_nw=1.19
export IMPL_edf_count=0
export IMPL_cts_resized=0
export IMPL_rsz0062_at_grt="no"
export IMPL_synth_top_area_share_pct=39.4
export IMPL_fmax_mhz=253
export IMPL_io_buffers=103
export IMPL_syn_to_final_growth_pct=43.5
export IMPL_critPathBufInv=2
export IMPL_critPathKind="in -> out"
export IMPL_cp_max_fo=7
export IMPL_cp_common_cell="clkdlybuf4s50_1"
export IMPL_finalClockPeriodUsage_pct=54.9
export IMPL_startpoint="s_tvalid"
export IMPL_relSlewSlack_pct=47.3
export IMPL_firstDrtPassIters=4
export IMPL_hpwl_mm=4.51
export IMPL_drv_cap=0
export IMPL_via_per_inst=4.94
export IMPL_synthTopCellsByArea="dfxtp_1, mux2_2, mux2i_1, buf_4, nor2_1"
export IMPL_finalSetupViolCount=0
export IMPL_setup_tns_ns=0
export IMPL_post_cts_buffers=0
export IMPL_async_flop_share_pct=0
export IMPL_numCtsBuffers=5
export IMPL_cp_data_arrival_time_ns=2.51
export IMPL_antenna_found_initial=0
export IMPL_post_drt_wl_per_cell_microns=14.0
export IMPL_die_area_sq_um=8500
export IMPL_power_density_nw_per_um2=147
export IMPL_insertion_delay_ns=0.30
export IMPL_core_sq_um=7810
export IMPL_cp_top_family="buffers and inverters"
export IMPL_clock_skew_ns=0.00854
export IMPL_ys_types=30
export IMPL_boundaryPins=104
export IMPL_warnings=25
export IMPL_track_usage_pct=15.6
export IMPL_required_ns=5.76
export IMPL_worstMarginPinSlew_ns=0.789
export IMPL_drive_above_1_share_pct=9.17
export IMPL_clk_path_buf_depth=2
export IMPL_final_hold_violation_count=0
export IMPL_end_kind="output pin"
export IMPL_min_period_ns=3.95
export IMPL_syn_area_per_cell_sq_um=9.04
export IMPL_clkTransAtPathRegs_ns=0.09
export IMPL_grt_ovfl_total=0
export IMPL_hp_start="counter_dout[31]"
export IMPL_fp_util_pct=31.3
export IMPL_drc=0
export IMPL_ys_warn_count=1
export IMPL_top_cell="dfxtp_1"
export IMPL_ctsHoldBuffers=0
export IMPL_ys_ff=48
export IMPL_status="completed"
export IMPL_detail_route_antenna_nets=0
export IMPL_wl_mm=6.32
export IMPL_irDropWorstVdd_mv=0.0695
export IMPL_top_area_cell="dfxtp_1"
export IMPL_die_size_y_microns=92.2
export IMPL_gp_congestion=0.736
export IMPL_synthesis_instances=270
export IMPL_flop_cell="dfxtp_1"
export IMPL_worstPathCellList="clkdlybuf4s50_1 -> clkdlybuf4s50_1"
export IMPL_fp_row_count=32
export IMPL_grt_max_degree=32
export IMPL_hold_path_class="reg -> reg"
export IMPL_htreeDepth=2
export IMPL_slew_violations=0
export IMPL_synth_area_sq_um=2440
export IMPL_grt_pass1_vias=2084
export IMPL_cpPeakStageDelay_ns=0.58
export IMPL_r2r_start="counter_dout[0]"
export IMPL_yosysChipArea_sq_um=2440
export IMPL_crit_slowest_cell="clkdlybuf4s50_1"
export IMPL_antenna_cells=0
export IMPL_yosys_cells=270
export IMPL_critPathLaunchType="input pin"
export IMPL_ys_top_cells_by_count="dfxtp_1, nor2_1, a21oi_1"
export IMPL_cts_sinks=48
export IMPL_drt_iter0_markers=100
export IMPL_cts_tree="yes"
export IMPL_fin_area_sq_um=3500
==> cell usage in the layout, fill, tap and decap left out, drive strengths merged, types with 11 or more instances in the layout <==
master         synthesis  final
or4                   14     14
a21oi                 20     20
dfxtp                 48     48
mux2                  16     16
nand2                 16     16
nor2                  28     28
clkdlybuf4s50          0    103
mux2i                 17     17
o31ai                 11     11
==> power by group <==
| part | leakage (nW) | total, W | internal (W) | switching, W |
|---|---|---|---|---|
| registers | 0.390 | 0.000275 | 0.000272 | 0.00000335 |
| clock network | 0.0445 | 0.000169 | 0.0000782 | 0.0000909 |
| logic | 0.758 | 0.0000705 | 0.0000496 | 0.0000209 |
==> logic make-up (layout without fill, tap and decap cells) <==
group	after synthesis	after routing	synth area share, %
fa+ha+maj	1	1	0.513
compound gates	39	39	9.44
buf+inv	37	116	8.87
simple gates	101	101	23.5
flops	48	48	39.4
xor+xnor	11	11	3.95
mux	33	33	14.4
==> path summary, 6_finish.rpt <==
path	endpoint	slack [ns]	cells after the start
max reg2reg	counter_dout[30]	5.06	5
min	counter_dout[31]	0.48	2
min reg2reg	counter_dout[31]	0.48	2
max	m_tvalid	3.25	2
==> cell type report <==
type | count | area (sq um)
fill | 748 | 4310
multi-input combinational | 185 | 1260
timing repair buffer | 105 | 1050
sequential | 48 | 961
tap | 102 | 128
clock buffer | 7 | 86.3
inverter | 3 | 11.3
clock inverter | 1 | 7.51
==> state kept, by name (all words and copies together) (netlist names) <==
| signal | count |
|---|---|
| counter_dout | 32 |
| sample_dout | 16 |
==> metrics by stage <==
stage	util, %	hold slack [ns]	setup WS (ns)	power, W	instances
after floorplan	-	0.430	4.22	0.000310	270
after detailed placement	43.7	0.471	3.26	0.000352	443
after global placement	43.7	0.461	3.27	0.000352	443
after CTS	44.9	0.483	3.25	0.000523	451
final	44.9	0.481	3.25	0.000515	451
after global routing	44.9	0.496	3.19	0.000545	451
==> layer usage <==
| layer | GRT usage, % | part of all wire [%] | wire, microns |
|---|---|---|---|
| met1 | 21.7 | 44 | 2800 |
| met2 | 24.5 | 45 | 2850 |
| met3 | 5.65 | 9.7 | 612 |
| met4 | 1.30 | 1.0 | 64 |
| met5 | 0 | 0 | 0 |
Power is estimated from default activity; no workload was simulated.
